`flow/design.v`:
```
`timescale 1ns / 1ps
module rw_4x4_sync(
    output reg [3:0]data_out,
    input [1:0]address,
    input WE, clk,
    input [3:0]data_in
    );
    reg [3:0]RW[0:3];
    always@(posedge clk) begin
        if(WE == 1)
            RW[address] = data_in;
        else 
            data_out = RW[address];
    end
endmodule
```
`flow/run.sh`:
```
#!/bin/bash
# OpenROAD 26Q1-2900-gdf79404cd8, Yosys 0.63+post, stock flow scripts
make -C /OpenROAD-flow-scripts/flow DESIGN_CONFIG=/design/flow/config.mk WORK_HOME=/design/flow/orfs finish
```
`flow/config.mk`:
```
export PLATFORM = sky130hd
export DESIGN_NAME = rw_4x4_sync
export DESIGN_NICKNAME = rw_4x4_sync
export VERILOG_FILES = /design/flow/design.v
export SDC_FILE = /design/flow/constraint.sdc
export NUM_CORES = 4
export LEC_CHECK = 1
export CORE_AREA = 10 10 85 85
export DIE_AREA = 0 0 95 95
```
`flow/constraint.sdc`:
```
current_design rw_4x4_sync

set clk_period 1.6
set clk_io_pct 0.2

create_clock -name clk0 -period $clk_period [get_ports {clk}]

set non_clock_inputs [all_inputs -no_clocks]
set_input_delay [expr $clk_period * $clk_io_pct] -clock clk0 $non_clock_inputs
set_output_delay [expr $clk_period * $clk_io_pct] -clock clk0 [all_outputs]
```
==> results.txt <==
Figures from the flow reports.

Logic synthesis:
- The run puts the synthesized chip area reported by yosys at 752 µm².
- A synthesized cell averages 24.3 µm².
- The run gives the area fraction in full adders, half adders and majority gates as 0%.
- The run gives the synthesized-area fraction occupied by ao, oa, aoi and oai cells as 0%.
- The run puts the share of Yosys cell area claimed by the top area cell type at 79.9%.
- The run puts the xor-xnor portion of the synthesized cell area at 0%.
- The synth_stat.txt file lists the number of cells as 31.
- The run gives the number of flip-flops and latches in the synthesized netlist as 20.
- The commonest cells after synthesis are edfxtp_1, mux4_2, and3b_2, buf_6.
- The run gives the area fraction in mux cells as 12.0%.
- By area the synthesized netlist is led by edfxtp_1, mux4_2, buf_6.
- The synthesis report lists the Yosys warning total as 2.
- The run gives the count of library flops with an enable pin as 20.
- The run gives the netlist area before placement as 752 µm².
- The run puts the share of flip-flops with an asynchronous set or reset at 0%.
- The run puts the sequential cell area fraction in the yosys report at 79.9%.
- Among all flip-flop cells after synthesis, the most frequent one is edfxtp_1.
- Among the non-sequential cells, multiplexers take the most area.
- The run gives the count of distinct cell types in the synthesized netlist as 7.
- The run gives the fraction of the mapped netlist area in simple logic gates as 4.66%.
- The run puts the instance count of the mapped netlist at 31.
- The run gives the leading area contributor after synthesis as edfxtp_1.
- By instance count, the leading cell after synthesis is edfxtp_1.

Critical path:
- The critical path is of the input pin to flop type.
- The run puts the required arrival time at the worst endpoint at 1590 ps.
- The script reports the combined buffer and inverter count of the critical path as 1.
- Per STA, the worst path is made up of clkdlybuf4s50_1, mux4_2.
- STA classifies the critical path endpoint as a flop.
- The run gives the cell family with the largest share of critical-path delay as buffers and inverters.
- The run gives the delay contributed by the slowest stage of the critical path as 600 ps.
- The slowest stage of the critical path is the clkdlybuf4s50_1 cell.
- The run gives the kind of start point of the critical path as an input pin.
- The arrival time of data at the worst endpoint is listed as 1470 ps.
- The run puts the maximum fanout along the worst path at 4.

STA:
- The run puts the minimum clock period after layout at 1480 ps.
- Adding up every negative setup slack in the final design gives 0 ps.
- The run puts the share of the clock period used by the worst path at 92.6%.
- Setup repair after global routing left no endpoint under its margin.
- The run puts the final max-slew violation count at 0.
- The run puts the setup slack of the critical path after layout at 118 ps.
- The run gives the relative slew slack as 84.1%.
- The run gives the slew at the pin closest to its max-slew limit as 238 ps.
- The run gives the count of endpoints failing setup in the final report as 0.
- The run gives the final worst clock skew as 2.01 ps.
- The run puts the maximum clock rate at 675 MHz.
- The run puts the final count of hold timing violations at 0.

Clock tree:
- TritonCTS built the clock tree.
- The tree is rooted in a clkbuf_8.
- The run puts the H-tree depth reported by CTS at 1.
- The run puts the number of buffers inserted to repair setup after CTS at 0.
- The run puts the clock-pin slew of the registers on the worst-case setup and hold paths at 70 ps.
- The run gives the clock sink count as 20.
- The run puts the number of buffers added by the clock tree synthesis step at 3.
- The run puts the source-to-sink clock delay at the later pin of the worst-skew pair at 250 ps.
- Per the CTS log, the buffer count on the longest clock path is 2.

Floorplanning:
- The run gives the floorplan core density as 13.7%.
- In this run the vertical extent of the chip is 95 µm.
- The run gives the number of placed I/O pins as 12.
- The run puts the horizontal die dimension at 95 µm.
- The run puts the placeable core region at 5470 µm².
- The run gives the standard-cell row count as 27.
- The run puts the area of the die at 9030 µm².

Final layout:
- The run puts the combinational gate area at 130 µm².
- The run puts the number of inserted filler cells in the final layout at 595.
- The run puts the flip-flop and latch area at 601 µm².
- The run puts the core utilization of the finished layout at 18.4%.
- The run puts the proportion of layout cells with a drive suffix above 1 at 31.3%.
- The run puts the relative area change from synthesis to final layout at 34.3%.

Route:
- The run gives the ratio of routed vias to standard cells as 2.83.
- After detailed routing, the average wire length per cell comes to 10.2 µm.
- The run gives the number of iterations in the first detailed-routing pass as 2.
- The run gives the number of design-rule violations left by the first detailed-router iteration as 1.
- The run puts the total antenna diodes in the routed design at 0.
- The detailed router placed 340 vias in this run.
- The run gives the routed wire length as 1.22 mm.
- The run puts the number of antenna-violating nets in the routed design at 0.
- The run gives the detailed-route DRC error count as 0.

Global routing:
- The first global-routing pass estimated 2.03 mm of wire.
- The run gives the remaining global-route overflow as 0.
- The run puts the number of global-route vias before repair at 406.
- The run gives the global-route usage over all layers as 2.92%.
- The run puts the number of antenna violations at the first check in global routing at 0.
- Entering global routing, the biggest net connects 12 pins.

Pwr:
- The run puts the maximum vdd ir drop at 677 µV.
- For this design the static power due to leakage is 0.325 nW.
- The run gives the power per cell area as 996 nW/µm².

Placed design:
- Per the gpl log, the routability congestion estimate is 0.753.
- The run puts the post-detailed-placement half-perimeter wirelength at 987 µm.
- Timing analysis after detailed placement gives a worst setup slack of -223 ps.
- The run puts the number of port buffers at 11.

Min path:
- Checking hold timing, the worst path is listed with class flop to flop.

Flow run:
- The run puts the total tool warning count at 25.
- In this run the maximum-capacitance check reported violations numbering 0.

Outcome:
- The flow ran to the end, and the final reports show no timing, DRC or antenna violations.
[cells in the final DEF (no fill, tap or decap)]
| master | n |
|---|---|
| edfxtp_1 | 20 |
| clkdlybuf4s50_1 | 11 |
| mux4_2 | 4 |
| buf_4 | 4 |
| clkbuf_8 | 3 |
| and3b_2 | 2 |
| and3_2 | 1 |
| nor3b_2 | 1 |
| inv_1 | 1 |
| clkinv_1 | 1 |
[routing by layer]
| metal | part of all wire, % | routed length, µm | GRT usage, % | vias up |
|---|---|---|---|---|
| met2 | 39 | 473 | 4.00 | 18 |
| met3 | 8.9 | 109 | 2.00 | 2 |
| met1 | 52 | 630 | 3.91 | 160 |
| li1 | - | - | - | 160 |
| met4 | 0.49 | 6 | 0.249 | 0 |
| met5 | 0 | 0 | 0 | - |
[sequential cells by signal (all words and copies together), names as in the netlist]
name      count
RW           16
data_out      4
[logic make-up (layout without fill, tap and decap cells)]
logic type    after synthesis  count (layout)
mux                         4               4
simple gates                4               4
flops                      20              20
buf+inv                     3              20
[layout make-up]
type	count	share of cell area, %
clock buffers	3	4.09
clock inverters	1	0.372
inverters	1	0.372
multi-input cells	8	12.9
flip-flops and latches	20	59.5
well taps	72	8.92
repair buffers	15	13.9
[power breakdown]
part | leakage (nW) | internal, mW | switching (mW)
logic | 0.115 | 0.0509 | 0.0275
registers | 0.186 | 0.609 | 0.00746
clock network | 0.0231 | 0.170 | 0.141
total | 0.325 | 0.830 | 0.176
[final timing paths]
check,start,end,slack (ps),depth (start not counted)
setup / recovery,address[0],data_out[0],120,2
hold / removal,RW[2][3],data_out[3],630,1
setup reg to reg,RW[3][0],data_out[0],490,1
hold reg to reg,RW[2][3],data_out[3],630,1
[metrics by stage]
stage,std cells,hold slack (ps),area [µm²],power [mW]
6_report,120,630,1010,1.01
5_1_grt,120,649,1010,1.06
4_1_cts,120,635,1000,1.02
3_5_place_dp,116,619,960,0.708
3_3_place_gp,116,618,960,0.705
2_1_floorplan,31,419,752,0.658
[repair_timing]
action,CTS,global route
setup endpoints to repair,0,4
gates resized,0,1
hold buffers,0,0
Power and IR drop assume default switching activity.
