File: ./design.v
`timescale 1ns / 1ps
module ram(  input clk, input wr_en , input [7:0] wr_data , output reg  [7:0] rd_data, input [3:0] wr_addr, input [3:0] rd_addr); 
reg [7:0] mem [15:0];
always @(posedge clk)
begin
           if (wr_en)
           begin
                       mem[wr_addr] <= wr_data;
           end
end
always @ (posedge clk)
begin
            rd_data <= mem[rd_addr];
end
endmodule
File: ./config.mk
export PLATFORM = sky130hd
export DESIGN_NAME = ram
export DESIGN_NICKNAME = ram
export VERILOG_FILES = /design/flow/design.v
export SDC_FILE = /design/flow/constraint.sdc
export NUM_CORES = 4
export LEC_CHECK = 1
export CORE_UTILIZATION = 40
File: ./run.sh
#!/bin/bash
# OpenROAD 26Q1-2900-gdf79404cd8, Yosys 0.63+post, stock flow scripts
make -C /OpenROAD-flow-scripts/flow DESIGN_CONFIG=/design/flow/config.mk WORK_HOME=/design/flow/orfs finish
File: ./constraint.sdc
current_design ram

set clk_period 2.7
set clk_io_pct 0.2

create_clock -name clk0 -period $clk_period [get_ports {clk}]

set non_clock_inputs [all_inputs -no_clocks]
set_input_delay [expr $clk_period * $clk_io_pct] -clock clk0 $non_clock_inputs
set_output_delay [expr $clk_period * $clk_io_pct] -clock clk0 [all_outputs]
==> results.ini <==
[outcome]
run_status = complete, no violations

[detailed_routing]
via_per_inst = 5.077
drc = 0
ant_nets = 0
dr.pass1.iters = 4
route.final.wire_length_um = 9402
wire_per_inst_um = 20.09
total_vias_in_the_final_route = 2376
antenna_cells_inserted = 0
first_iter_violations = 72

[min_path]
min-delay-path-class = reg -> reg

[power]
ir_drop_uv = 636.5
power_density_mw_per_mm2 = 757.5
p_leak_nw = 2.083
totalPowerFinal_mw = 4.740

[floorplan]
die.size.y_um = 115.4
floorplan.die_area_mm2 = 0.01333
floorplanUtilization_pct = 40.96
floorplan.die.width_um = 115.4
fp-row-count = 41
ios = 26
core-area_mm2 = 0.01257

[clocking]
htreeDepth = 4
post-cts-setup-buffers = 0
cts-hold-fix-buffers = 0
clkTransAtPathRegs_ns = 0.05
cts_made_buffers = 17
clkLatencyLatePin_ns = 0.41
clock_sink_count = 136
clock-root-buffer = clkbuf_16
ctsResizeCount = 0
cts_buffer_depth = 2
tritoncts_clock_tree = done

[synth]
yosysUniqueCellTypes = 19
synth.comb.largest_family = multiplexers
most_common_cell = edfxtp_1
synthMuxAreaShare_pct = 15.02
yosysSeqAreaShare_pct = 77.78
edf_count = 128
yosysTopAreaCell = edfxtp_1
synth.top_cells.by_count = edfxtp_1 (128), mux4_2 (18), a22oi_1 (16), mux4_1 (14), nor2_1 (13)
asyncSetResetFlopFracSynth_pct = 0
synth-xor-area-share_pct = 0
simple_gate_share_pct = 3.184
yosys.area_share.aoi_pct = 2.333
ys.warnings.count = 1
yosysCellCount = 229
netlist_area_mm2 = 0.005147
synth-adder-area-share_pct = 0
yosys_area_mm2 = 0.005147
flop_cell = edfxtp_1
synthDominantCellAreaShare_pct = 74.67
avgSynthCellArea_um2 = 22.48
top_cells_by_area = edfxtp_1 (75%), mux4_2 (7.9%), mux4_1 (7.1%)
netlist_instances = 229
numSynthFlops = 136

[final_timing]
fmax_mhz = 553.4
worstMarginPinSlew_ns = 0.6144
final-hold-violation-count = 0
finalCritPeriodShare_pct = 66.93
fin_max_slew_vios = 0
final.setup_skew_ns = 0.006117
totalNegativeSetupSlack_ns = 0
rsz0062_at_grt = false
slew-limit-headroom_pct = 58.91
setup_viol = 0
period_minus_slack_ns = 1.807

[layout]
post_route_cells_drive_above_1_share_pct = 23.65
layout-area-overhead-vs-synth_pct = 21.56
fillCellCount = 994
post_layout_nonfiller_instances = 468

[global_routing]
globalRoute.totalOverflow = 0
largest_net_degree_at_the_start_of_global_routing = 33
initial_antenna_violation_count = 0
via_count_of_the_first_global_routing_pass = 2560
grt.total_usage_pct = 17.10
global_route_wire_length_before_repair_um = 14510

[placed_design]
placed_cells_incl_taps = 436
hpwlAfterDp_um = 5940
gp_congestion = 0.8463
port-buffer-count = 25

[worst_setup_path]
setup.worst_path.start_class = input port
path_max_fanout = 8
cpLargestDelayFamily = buffers and inverters
critical_path_buf_inv_count = 2
critical_path_arrival_ns = 1.92
critPathRequiredTime_ns = 2.81
critical_path.slowest_cell = clkdlybuf4s50_1
crit_path_max_incr_delay_ns = 0.51
end_kind = flop
timing.critical_path.cells = clkdlybuf4s50_1 > or3b_2 > nor3_1 > buf_4
worst-setup-path-type = in -> reg

[flow_run]
openroad.warnings = 25
drv_cap = 0

[final timing paths]
| path | slack, ns | start | cells past startpoint | end |
|---|---|---|---|---|
| max reg2reg | 1.22 | mem[1][3] | 3 | rd_data[3] |
| min reg2reg | 0.67 | mem[8][1] | 3 | rd_data[1] |
| max | 0.89 | wr_en | 4 | mem[0][2] |
| min | 0.67 | mem[8][1] | 3 | rd_data[1] |
[flip-flops by register name, summed over array words and instances (netlist names)]
name and count:
mem 128, rd_data 8
[metrics by stage]
stage	setup WS [ns]	area, um^2	hold slack, ns	util [%]
2_1_floorplan	0.6671	5147	0.6293	-
3_3_place_gp	0.4806	5697	0.6479	45.33
3_5_place_dp	0.4789	5697	0.6588	45.33
4_1_cts	0.9005	6257	0.6827	49.79
5_1_grt	0.8422	6257	0.7031	49.79
6_report	0.8929	6257	0.6720	49.79
[layout make-up]
| cell class | instances | area, um^2 | share of cell area (%) |
|---|---|---|---|
| Clock buffer | 17 | 425.4 | 6.799 |
| Clock inverter | 15 | 135.1 | 2.160 |
| Multi-Input combinational cell | 83 | 1057 | 16.90 |
| Sequential cell | 136 | 4004 | 63.99 |
| Tap cell | 172 | 215.2 | 3.439 |
| Timing Repair Buffer | 45 | 420.4 | 6.719 |
[cells in the final DEF (no fill, tap or decap)]
master,instances
mux4_2,18
and2_1,1
clkbuf_16,17
clkinv_4,1
buf_4,18
buf_2,1
and2b_1,1
nor3_1,4
bufinv_16,2
clkdlybuf4s50_1,24
nand2_1,9
clkinv_1,2
nand3_1,1
nand3b_1,2
dfxtp_1,8
nand2b_1,2
clkinv_2,7
or3b_2,1
inv_6,1
buf_12,2
clkinvlp_4,2
edfxtp_1,128
a22oi_1,16
nor2b_1,1
nor2_1,13
mux4_1,14
[metal layers]
layer	global-route usage, %	up-vias	wire [um]
li1	-	1078	-
met1	26.17	1179	3800
met2	24.27	115	4484
met3	10.50	4	1052
met4	1.645	0	65
met5	0	-	0
[logic make-up after synthesis]
family,after synthesis
multiplexers,32
flip-flops,136
AND/OR/NAND/NOR,35
AND-OR/OR-AND,16
buffers and inverters,10
[worst reg2reg max path, cell delays in order (launching register included)]
cell,delay [ns]
edfxtp_1,0.37
mux4_1,0.57
a22oi_1,0.30
nand2_1,0.11
[where the power goes]
part	total (mW)	switching (mW)	internal (mW)
Combinational	0.235	0.116	0.119
Clock	2.13	0.791	1.34
Sequential	2.37	0.0112	2.36
Total	4.74	0.918	3.82
No activity file was given, so power comes from the tool's default toggle rates.
