==> flow/design.v <==
`timescale 1ns / 1ps
module alu_function( input [3:0] a , input [3:0] b , input [2:0] select , output reg  [4:0] result);
always @(select)
begin
     result = alu( a , b,select);
end
function [4:0] alu ;
input [3:0] A;
input [3:0] B;
input [2:0] Select;
begin
       case(Select)
       3'b000 :  alu = A;
       3'b001 :  alu = A + B;
       3'b010 :  alu = A - B;
       3'b011 :  alu = A / B;
       3'b100 :  alu = A % 1;
       3'b101 :  alu = A << 1;
       3'b110 :  alu = A >> 1;
       3'b111 :  alu = A > B;
       endcase  
end
endfunction
endmodule
==> flow/run.sh <==
#!/bin/bash
# OpenROAD 26Q1-2900-gdf79404cd8, Yosys 0.63+post, stock flow scripts
make -C /OpenROAD-flow-scripts/flow DESIGN_CONFIG=/design/flow/config.mk WORK_HOME=/design/flow/orfs finish
==> flow/config.mk <==
export PLATFORM = sky130hd
export DESIGN_NAME = alu_function
export DESIGN_NICKNAME = alu_function
export VERILOG_FILES = /design/flow/design.v
export SDC_FILE = /design/flow/constraint.sdc
export NUM_CORES = 4
export LEC_CHECK = 1
export CORE_AREA = 10 10 70 70
export DIE_AREA = 0 0 80 80
==> flow/constraint.sdc <==
current_design alu_function

set clk_period 3.3
set clk_io_pct 0.2

create_clock -name clk0 -period $clk_period

set non_clock_inputs [all_inputs -no_clocks]
set_input_delay [expr $clk_period * $clk_io_pct] -clock clk0 $non_clock_inputs
set_output_delay [expr $clk_period * $clk_io_pct] -clock clk0 [all_outputs]
==> out/notes.md <==
The run finished, with violations left. The final reports fail on setup timing. Via count of the first global-routing pass: 1,366. The tools report the internal power of the cells as 0.230 mW. The run gives 6400 sq um as the overall chip area. The total area inside the core boundary comes to 3420 sq um. The sequential area share after synthesis is 0. Setup TNS after final layout: -3.17 ns. The count of cells in the finished layout, fillers not included, comes to 271. The die is 80 um tall. The smallest clock period supported by the final layout is computed as 5.10 ns. The first routing iteration left 90 violations.

Counting instances in the post-synthesis netlist gives the leading cell types as ha_1 (22), nor2_1 (18), inv_1 (16). The synthesized chip area reported by yosys came out at 1100 sq um. A synthesized cell averages 7.36 sq um. Per the OpenROAD floorplan log, the width of the die is 80 um. Synthesis handed over a netlist of 150 instances.

With the sequential cell area in the final layout at 0 sq um, the total wire length is 3870 um. According to the timing report, the data required time at the worst endpoint equals 2.64 ns. The run gives 0 for the final routed DRC violation total. STA classifies the critical path startpoint as an input port. Distinct cell type count of the synthesized netlist: 48.

The reported max-cap violation count is 0, and the yosys stat cell total is 150. Detailed-route via count: 1,418. The cell accounting for the most synthesized area was ha_1. Classification of the worst setup path: input port to output pin.

Per-cell via count in the routed design: 5.23. The main area contributors are ha_1 (25%), nor2_1 (6.1%), inv_1 (5.4%). The worst setup slack after layout was -1.80 ns; the antenna diode count was 0. Setup repair after global routing could not meet its margin everywhere. The pre-antenna-repair detailed-routing pass consisted of 5 iterations.

In this run the most critical hold path is launched from a[3]. Post-synthesis cell type with the largest instance count: ha_1. The power report puts the net switching power at 0.175 mW.

The run gives 1660 sq um for the post-detailed-placement cell area. The weighted congestion at the end of routability-driven global placement was 0.982. The end point of the worst hold path was result[3]. Summing all multi-input logic gate instances after layout gives 1250 sq um.

For this run the aggregate overflow at the end of global routing stands at 0. IR analysis of the VDD net gives a maximum drop of 0.108 mV. The share of the synthesized area in the top cell type was 0.249; the area growth from synthesis to layout was 84.9%. The run gives 1100 sq um as the post-synthesis instance area. The share of post-route cells with drive strength above 1 was 0.493; the placed wire-length estimate after detailed placement was 2770 um.

There are 0 flip-flops and latches. The clock network fraction of design power was 0. The combinational power share was 1.000; the total of warnings raised by yosys was 1. The most critical min-delay path falls under input port to output pin. The period utilization is 1.54. With the site row count at 21, the initial antenna violation count is 0.

Entering global routing, the biggest net connects 15 pins. Looking at the critical path, the highest net fanout was 6. The mean routed wirelength per cell is 14.3 um.

For the completed layout, the total cell area is recorded as 2040 sq um. The run gives 0 as the tally of clock buffers in the finished layout. The final timing report counts setup violations totalling 3. The run gives 0.323 for the core utilization before placement. The count of final max-slew check failures was 0; the number of routed nets with antenna violations was 0. Timing would allow up to 196 MHz.

Number of primary I/O pins: 16. The static leakage is 0.955 nW. The final timing report lists a hold violation count of 0.

Total power normalized to cell area comes to 199 nW/um^2. The run gives 6350 um as the first-pass GRT wire length. The run gives 0.118 as the global-route total usage across every layer.

STA classifies the critical path endpoint as an output pin. With the fill cell instance count of the final layout at 284, the proportion of total power due to net switching is 0.432. The logs give a warning total of 41.

With the sequential fraction of design power at 0, the instance count after placement with tap cells included is 248. In the hold timing report, the worst path depth is 5. The placement report lists the number of port buffers as 16. Power comes to 0.406 mW. The data arrival time reported for the critical path is 4.44 ns.
==> critical path: stages <==
cell and delay (ns):
buf_8 0.10, inv_6 0.05, ha_4 0.19, o21a_1 0.21
o21ai_2 0.13, mux2i_1 0.25, inv_1 0.10, ha_4 0.29
o21ai_4 0.07, a221oi_4 0.28, mux2i_2 0.33, ha_4 0.27
a41oi_4 0.23, a21oi_4 0.11, buf_4 0.15, nor2_1 0.09
a21oi_1 0.06, ha_1 0.29, a21o_1 0.18, a21oi_2 0.14
o221ai_2 0.10, buf_2 0.12
==> cell type report <==
type                       instances  area share
multi-input combinational        129       0.614
timing repair buffer              80       0.324
inverter                          16      0.0337
tap                               46      0.0282
==> power groups by stage <==
stage | Combinational, mW | Sequential (mW) | Clock (mW)
finish | 0.406 | 0 | 0
global route | 0.441 | 0 | 0
CTS | 0.362 | 0 | 0
==> stage by stage <==
stage | hold WS, ns | utilization | setup slack [ns]
floorplan | 1.40 | - | -1.65
global route | 1.87 | 0.597 | -2.00
detailed placement | 2.51 | 0.485 | -2.70
global placement | 2.51 | 0.485 | -2.62
CTS | 2.03 | 0.562 | -1.74
finish | 1.83 | 0.597 | -1.80
==> cell families (layout without fill, tap and decap cells) <==
| kind of cell | count (synthesis) | in the layout | share of synthesized area |
|---|---|---|---|
| AOI/OAI and AO/OA | 46 | 46 | 0.313 |
| xor gates and xnor gates | 7 | 7 | 0.0556 |
| adders and majority gates | 24 | 24 | 0.286 |
| buffers and inverters | 21 | 96 | 0.0726 |
| muxes | 5 | 5 | 0.0465 |
| other | 1 | 1 | 0.00340 |
| and+or+nand+nor | 46 | 46 | 0.223 |
==> how the worst max path moves through the flow <==
| stage | start | end | slack (ns) | depth (start not counted) |
|---|---|---|---|---|
| after CTS | b[0] | result[0] | -1.74 | 23 |
| after global routing | b[0] | result[0] | -2.00 | 23 |
| final | b[0] | result[0] | -1.80 | 22 |
==> cell usage in the layout (no fill, tap or decap), types with 4 or more instances in the layout <==
cell	count
xnor2_1	4
nand4_1	4
clkdlybuf4s50_1	4
buf_6	11
ha_4	9
a21oi_1	6
inv_1	13
nor2_1	18
buf_4	55
ha_1	11
nand2_1	4
a21o_1	5
o21a_1	4
nand3_1	4
==> repair_timing <==
action | 4_1_cts | 5_1_grt
hold buffers | 0 | 0
setup endpoints to repair | 5 | 5
buffers inserted | 18 | 6
pin swaps | 26 | 10
endpoints found under the hold margin | 0 | 0
cloned | 0 | 0
resized | 60 | 18
==> routing by layer <==
metal  GRT usage  vias to the layer above  share of wire
li1            -                      704              -
met3      0.0148                        7          0.059
met2       0.205                       55           0.46
met1       0.157                      652           0.47
met5           0                        -              0
met4     0.00880                        0          0.010
Power and IR drop assume default switching activity.
